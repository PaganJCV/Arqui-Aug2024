===== flow/config.mk =====
export PLATFORM = sky130hd
export DESIGN_NAME = Shifter
export DESIGN_NICKNAME = Shifter
export VERILOG_FILES = /design/flow/design.v
export SDC_FILE = /design/flow/constraint.sdc
export NUM_CORES = 4
export LEC_CHECK = 1
export CORE_UTILIZATION = 30

===== flow/design.v =====
module Shifter(
    input [31:0] Rm, 
    input [11:0] I,
    input [1:0] AM,
    output reg [31:0] N_Shift
);
always @(*) begin
    case(AM)
        2'b00: begin
         N_Shift = ({3'b000, I[7:0]} >> (2 * I[11:8])) | ({3'b000, I[7:0]} << (32 - (2 * I[11:8])));
        end
        2'b01: begin
        N_Shift = Rm;
        end
        2'b10: begin
        N_Shift = {20'b00000000000000000000,I};
        end
        2'b11:
      begin
        case(I[6:5])
          2'b00: begin
            N_Shift = Rm << I[11:7];  
          end
          2'b01: begin
            N_Shift = Rm >> I[11:7];  
          end
          2'b10: begin  
            N_Shift = $signed(Rm) >>> I[11:7];  
          end
          2'b11: begin 
            N_Shift = (Rm >> I[11:7]) | (Rm << (32-I[11:7]));  
          end
        endcase
      end
    endcase
  end
endmodule

===== flow/run.sh =====
#!/bin/bash
# OpenROAD 26Q1-2900-gdf79404cd8, Yosys 0.63+post, stock flow scripts
make -C /OpenROAD-flow-scripts/flow DESIGN_CONFIG=/design/flow/config.mk WORK_HOME=/design/flow/orfs finish

===== flow/constraint.sdc =====
current_design Shifter

set clk_period 11.0
set clk_io_pct 0.2

create_clock -name clk0 -period $clk_period

set non_clock_inputs [all_inputs -no_clocks]
set_input_delay [expr $clk_period * $clk_io_pct] -clock clk0 $non_clock_inputs
set_output_delay [expr $clk_period * $clk_io_pct] -clock clk0 [all_outputs]

==> results_dict.tcl <==
# implementation run metrics
set metrics [dict create \
    outcome "finished, final reports clean" \
    layout_min_cycle_time_ns 8.28 \
    chipWidth_um 166 \
    antenna_found_initial 4 \
    num_rows 59 \
    design.portCount 78 \
    postSynthCellCount 1087 \
    crit_family "buffers and inverters" \
    pwr_density_cell_mw_per_mm2 63.2 \
    max_cap_viol_count 0 \
    worstPathArrival_ns 6.08 \
    p_sw_uw 370 \
    coreArea_sq_mm 0.0262 \
    vdd_drop_max_uv 29.3 \
    gpl.final_weighted_congestion 1.10 \
    cp_max_fo 39 \
    slew_headroom 0.373 \
    half_perimeter_wire_length_after_placement_mm 42.4 \
    overflow 0 \
    maximum_single_stage_delay_on_the_critical_path_ns 0.63 \
    syn-cell-area_sq_mm 0.00807 \
    yosys_area_sq_mm 0.00807 \
    ys_top_cells_by_area "sky130_fd_sc_hd__mux4_2, sky130_fd_sc_hd__mux2i_1, sky130_fd_sc_hd__nand2_1, sky130_fd_sc_hd__mux2_2, sky130_fd_sc_hd__nor2_1" \
    drt_first_pass_iters 27 \
    vias 10600 \
    post-synth-top-area-fraction 0.179 \
    cp-start-kind "primary input" \
    grt_pass1_wl_mm 81.4 \
    chipArea_sq_mm 0.0276 \
    layout-drive-gt1-share 0.199 \
    n_clock_buffer 0 \
    port_buffers 78 \
    crit_path_top_delay_cell "sky130_fd_sc_hd__mux2i_1" \
    synth_top_cell_by_area "sky130_fd_sc_hd__mux4_2" \
    synth_warnings 1 \
    switching_share 0.646 \
    timing.hold.worst.class "primary input to output port" \
    worst_path_most_repeated_cell "sky130_fd_sc_hd__buf_4" \
    largest_net_degree_at_the_start_of_global_routing 55 \
    post_synth.cell_area_avg_sq_um 7.43 \
    post_cts_buffers 0 \
    setup-tns-final_ns 0 \
    regArea_sq_um 0 \
    synth.distinct_cells 92 \
    worst_ep_required_ns 8.80 \
    yosys.cell_count.top_type "sky130_fd_sc_hd__nand2_1" \
    power_report.internal_total_uw 203 \
    fill_count 2759 \
    finalMaxSlewViolations 0 \
    synth_sequential_area_ratio 0 \
    ctsResizeCount 0 \
    final_hold_viol_count 0 \
    area.growth.synth_to_final_pct 12.4 \
    drtAntennaViolNets 0 \
    wl_per_cell_um 41.1 \
    drt_wl_total_mm 58.8 \
    setup_violations 0 \
    global_route.usage.total 0.430 \
    grt_setup_unrepaired "no" \
    drtIter0Drc 1424 \
    floorplan.core_util 0.308 \
    via_count_of_the_first_global_routing_pass 9956 \
    detail_route.vias_per_cell 7.41 \
    layout_worst_path_cycle_share 0.753 \
    worst-path-buf-inv 5 \
    worstPathCellList "buf_4 > inv_1 > buf_4 > ha_1 > buf_4 > mux4_2 > mux2i_1 > nor2_1 > o21bai_1 > o211a_1 > o21ai_1 > clkdlybuf4s50_1" \
    timing.critical_path.to_type "output port" \
    flops 0 \
    path_class "primary input to output port" \
    holdBufCountCts 0 \
    remaining_drc_errors 0 \
    finish.utilization 0.346 \
    synth-cells-yosys 1087 \
    tightest_slew_ns 0.938 \
    stage_log_warnings 33 \
    common_cells "sky130_fd_sc_hd__nand2_1, sky130_fd_sc_hd__mux2i_1, sky130_fd_sc_hd__nor2_1" \
    chipHeight_um 166 \
    leakage_nw 3.21 \
    clock.fmax_ghz 0.121 \
]
## layout make-up
| class | instances | area [sq um] | share of cell area |
|---|---|---|---|
| Multi-Input combinational cell | 936 | 7330 | 0.808 |
| Timing Repair Buffer | 144 | 1260 | 0.139 |
| Tap cell | 335 | 419 | 0.0462 |
| Inverter | 14 | 52.6 | 0.00579 |
| Antenna cell | 3 | 7.51 | 0.000827 |
## placed cells by master, fill, tap and decap left out, drive strengths merged, types with 10 or more instances in the layout
| cell type | Yosys | layout |
|---|---|---|
| mux2i | 103 | 103 |
| nor3 | 34 | 34 |
| a211oi | 18 | 18 |
| mux4 | 64 | 64 |
| o21ai | 75 | 75 |
| o22ai | 34 | 34 |
| a221oi | 13 | 13 |
| a31oi | 10 | 10 |
| nand3 | 30 | 30 |
| clkdlybuf4s50 | 0 | 73 |
| o221ai | 18 | 18 |
| a21oi | 60 | 60 |
| buf | 68 | 71 |
| and2 | 10 | 10 |
| a2111oi | 11 | 11 |
| or2 | 13 | 13 |
| o211ai | 11 | 11 |
| nor2 | 91 | 91 |
| nand2 | 127 | 127 |
| a22oi | 18 | 18 |
| nor2b | 11 | 11 |
| nand2b | 14 | 14 |
| mux2 | 39 | 39 |
| inv | 13 | 13 |
## final timing paths
| path | endpoint | slack, ns | from | depth (start not counted) |
|---|---|---|---|---|
| max | N_Shift[25] | 2.72 | I[7] | 12 |
| min | N_Shift[25] | 5.49 | I[10] | 4 |
## per-layer routing
layer / vias to the layer above / GRT usage / share of wire
met2: 911 / 0.629 / 0.42
met5: - / 0 / 0.00020
met1: 5195 / 0.558 / 0.38
li1: 4276 / - / -
met4: 2 / 0.256 / 0.078
met3: 231 / 0.139 / 0.12
## kinds of logic (layout without fill, tap and decap cells)
| logic type | Yosys count | in the layout | synth area share |
|---|---|---|---|
| and+or+nand+nor | 373 | 373 | 0.225 |
| AOI/OAI and AO/OA | 347 | 347 | 0.306 |
| muxes | 206 | 206 | 0.361 |
| buffers and inverters | 151 | 158 | 0.0942 |
| xor gates and xnor gates | 7 | 7 | 0.00946 |
| adders and majority gates | 3 | 3 | 0.00465 |
| other | 0 | 3 | 0 |
## through the flow
step	worst slack (ns)	instances	hold WS (ns)	power, mW	instance area (sq um)
2_1_floorplan	3.98	1087	4.58	0.314	8070
3_3_place_gp	2.76	1429	5.46	0.555	9070
3_5_place_dp	2.82	1429	5.45	0.546	9070
4_1_cts	2.81	1429	5.45	0.548	9070
5_1_grt	2.60	1430	5.51	0.586	9070
6_report	2.72	1432	5.49	0.574	9070
No activity file was given, so power comes from the tool's default toggle rates.
