File: design/flow/config.mk
export PLATFORM = sky130hd
export DESIGN_NAME = alu
export DESIGN_NICKNAME = alu
export VERILOG_FILES = /design/flow/design.v
export SDC_FILE = /design/flow/constraint.sdc
export NUM_CORES = 4
export LEC_CHECK = 1
export CORE_UTILIZATION = 40
File: design/flow/constraint.sdc
current_design alu

set clk_period 15.6
set clk_io_pct 0.2

create_clock -name clk0 -period $clk_period

set non_clock_inputs [all_inputs -no_clocks]
set_input_delay [expr $clk_period * $clk_io_pct] -clock clk0 $non_clock_inputs
set_output_delay [expr $clk_period * $clk_io_pct] -clock clk0 [all_outputs]
File: design/flow/design.v
`timescale 1ns / 1ps
module alu(
    input [3:0] opcode,
    input [31:0] OperandA, 
    input [31:0] OperandB,
    input c0,               
    output reg [31:0] result,
    output reg Z, N, C, V    
);
always @(*) begin
    case(opcode)
        4'b0000: begin
            {C, result} = OperandA + OperandB; 	
            Z = (result == 0);
            N = (result[31] == 1);
            V = (!(OperandA[31] ^ OperandB[31]) &(OperandA[31] ^ result[31]));
        end
        4'b0001: begin
            {C, result} = OperandA + OperandB + c0;  
            Z = (result == 0);
            N = (result[31] == 1);
            V = (!(OperandA[31] ^ OperandB[31]) &(OperandA[31] ^ result[31]));
        end
        4'b0010: begin
            result = OperandA - OperandB;
            Z = (result == 0);
            N = (result[31] == 1);
            C = (OperandA < OperandB); 
            V = ((OperandA[31] ^ OperandB[31]) & (OperandA[31] ^ result[31]));
        end
        4'b0011: begin
            result = OperandA - OperandB - 1;  
            Z = (result == 0);
            N = (result[31] == 1);
            C = (OperandA < OperandB);  
            V = ((OperandA[31] ^ OperandB[31]) & (OperandA[31] ^ result[31]));
        end
        4'b0100: begin
            result = OperandB - OperandA;
            Z = (result == 0);
            N = (result[31] == 1);
         	  C = (OperandB < OperandA);  
            V = ((OperandB[31] ^ OperandA[31]) & (OperandB[31] ^ result[31]));
        end
        4'b0101: begin
            result = OperandB - OperandA - 1;  
            Z = (result == 0);
            N = (result[31] == 1);
          	C = (OperandB < OperandA);  
            V = ((OperandB[31] ^ OperandA[31]) & (OperandB[31] ^ result[31]));
        end
        4'b0110: begin
            result = OperandA & OperandB;  
            Z = (result == 0);
            N = (result[31] == 1);
            C = 0;
            V = 0;
        end
        4'b0111: begin
            result = OperandA | OperandB;  
            Z = (result == 0);
            N = (result[31] == 1);
            C = 0;
            V = 0;
        end
        4'b1000: begin
            result = OperandA ^ OperandB;  
            Z = (result == 0);
            N = (result[31] == 1);
            C = 0;
            V = 0;
        end
        4'b1001: begin
            result = OperandA;  
            Z = (result == 0);
            N = (result[31] == 1);
            C = 0;
            V = 0;
        end
        4'b1010: begin
            result = OperandB;  
            Z = (result == 0);
            N = (result[31] == 1);
            C = 0;
            V = 0;
        end
        4'b1011: begin
            result = ~OperandB;  
            Z = (result == 0);
            N = (result[31] == 1);
            C = 0;
            V = 0;
        end
        4'b1100: begin
            result = OperandA & ~OperandB;
            Z = (result == 0);
            N = (result[31] == 1);
            C = 0;
            V = 0;
        end
        default: begin
            result = 0;
            Z = 1;
            N = 0;
            C = 0;
            V = 0;
        end
    endcase
end
endmodule
File: design/flow/run.sh
#!/bin/bash
# OpenROAD 26Q1-2900-gdf79404cd8, Yosys 0.63+post, stock flow scripts
make -C /OpenROAD-flow-scripts/flow DESIGN_CONFIG=/design/flow/config.mk WORK_HOME=/design/flow/orfs finish
==> out/results.tsv <==
stage	metric	value	unit
route	drc_errors	0	
die	initCoreUtil	40.87	%
worst_hold_path	min_to	result[0]	
critical_path	crit_family	AND-OR/OR-AND gates	
critical_path	end_kind	primary output	
global_routing	grt_pass1_vias	15750	
route	routed_wl	78010	µm
pwr	power_density	51.53	nW/µm²
pwr	switching_share	65.37	%
cts	cts_hold_buffers	0	
route	route.detailed.wl_per_inst	31.24	µm
pwr	intPower	266.3	µW
placed_design	gp_congestion	1.100	
worst_hold_path	hp-class	in -> out	
synthesis	ys_warn_count	1	
placed_design	portBuffers	105	
placed_design	dp_hpwl	64210	µm
critical_path	required	12.48	ns
critical_path	cp_max_fo	13	
global_routing	grt_max_degree	49	
global_routing	antenna_found_initial	3	
final_timing	setup_viol	0	
synthesis	netlist_area	13370	µm²
final_timing	fin_crit_sh	81.23	%
synthesis	post-synth-top-area-cell	ha_1	
synthesis	synthCells	1994	
synthesis	ys_chip_area	13370	µm²
synthesis	synth_cell_types	109	
run	tool_warnings	137	
global_routing	grt.overflow.total	0	
final_timing	finalSetupTns	0	ns
critical_path	startpoint_type	primary input	
final_timing	tightest_slew	1.036	ns
final_timing	fin_crit	12.67	ns
cts	cts_setup_buffers	0	
pwr	p_leak	0.005540	µW
final_timing	grt_setup_unrepaired	false	
pwr	irDropWorstVdd	0.03302	mV
pwr	p_switching	502.7	µW
global_routing	track_usage	45.84	%
critical_path	critPathSlowestCell	a2111oi_0	
route	antenna_left	0	
final_timing	worst_hold_slack	7.483	ns
critical_path	crit_path_max_incr_delay	0.75	ns
die	num_io_pins	105	
route	first_pass_iters	6	
final_timing	finalHoldViolCount	0	
final_layout	clock_buffers	0	
final_layout	layout_top_cell	nor2_1	
final_timing	slew_violations	0	
final_layout	area_growth	11.64	%
route	via_per_inst	6.983	
critical_path	crit_type	in -> out	
cts	cts_resized	0	
synthesis	avgSynthCellArea	6.703	µm²
route	dr.first_iter.drc_count	2390	
final_timing	relSlewSlack	30.94	%
synthesis	ys_seq_share	0	%
global_routing	grt_pass1_wl	110100	µm
critical_path	crit_arrival	9.55	ns
synthesis	top_cells_by_area	ha_1 13%, xnor2_1 7.1%, a21oi_1 5.4%	
final_layout	flop_area	0	µm²
worst_hold_path	min_path_cells	5	
final_timing	timing.fmax	78.91	MHz
synthesis	top_cell_area_share	13.20	%
synthesis	yosys_cells	1994	
die	rows	66	
outcome	status	completed	
critical_path	critPathBufInv	4	
die	die_area	34150	µm²
critical_path	path_cells	clkdlybuf4s50_1 -> inv_1 -> ha_1 -> inv_1 -> a21oi_1 -> xnor2_1 -> and3_1 -> or4b_1 -> or3_1 -> a2111oi_0 -> o2111ai_1 -> a2111oi_0 -> o2111ai_1 -> o211a_1 -> o31ai_2 -> clkdlybuf4s50_1	
die	core_region_area	32700	µm²
run	cap_violations	0	
final_layout	layout-drive-gt1-share	7.254	%
die	dieWidth	184.8	µm
route	via_count	17440	
worst_hold_path	hp-start	opcode[1]	
die	die_y	184.8	µm
final_layout	seq_cells	0	
final_layout	final_cell_mix	165 x nor2_1, 144 x a21oi_1, 141 x ha_1, 139 x nand2_1, 109 x xnor2_1	
==> synth_stat cells (19+ instances only) <==
cell	instances
o31ai_1	31
mux2i_1	23
or2_2	19
and2_1	28
o221ai_1	20
and3_1	26
nand4_1	64
xor2_1	51
nor2b_1	27
nor4_1	65
a22oi_1	22
o21ai_0	103
xnor2_1	109
nor2_1	166
nand3_1	81
nor3_1	61
a221oi_1	44
a21oi_1	144
or3_1	28
nand2_1	139
ha_1	141
o211ai_1	31
clkbuf_1	66
o21bai_1	25
inv_1	99
==> power groups by stage <==
stage | registers, µW | logic (µW) | clock network, µW
after global routing | 0 | 806 | 0
after CTS | 0 | 735 | 0
==> layer usage <==
layer  track usage, %  part of all wire [%]
met1            63.95                    41
met2            62.77                    39
met3            12.87                    13
met4            25.16                   6.8
met5            2.815                  0.21
==> worst max path at each step <==
stage	slack, ns	depth (start not counted)	endpoint	start
finish	2.93	16	Z	OperandB[2]
global route	2.76	18	Z	OperandB[0]
CTS	3.01	18	Z	OperandB[0]
==> area by class of cell <==
class,instances,area (µm²)
inverter,106,397.9
timing repair buffer,172,1544
antenna,1,2.502
fill,3435,17780
multi-input combinational,1776,12430
tap,442,553.0
==> cell families (layout without fill, tap and decap cells) <==
group	after synthesis	in the layout	share of synthesized area, %
XOR/XNOR	162	162	10.73
buffers and inverters	218	278	7.058
other	0	1	0
adder cells (fa/ha/maj)	144	144	13.65
AND-OR/OR-AND	636	636	33.66
AND/OR/NAND/NOR	808	808	32.93
multiplexers	26	26	1.975
==> worst min-delay path, cell delays in order <==
cell	delay, ns
buf_2	0.09
buf_4	0.34
a21oi_1	0.23
o2111ai_1	0.12
clkdlybuf4s50_1	0.45
==> per-stage QoR <==
stage | setup slack (ns) | area [µm²] | total power (µW) | utilization (%) | cells
4_1_cts | 3.012 | 14920 | 734.7 | 45.63 | 2496
6_report | 2.928 | 14920 | 768.9 | 45.63 | 2497
5_1_grt | 2.762 | 14920 | 806.2 | 45.63 | 2496
3_3_place_gp | 3.111 | 14920 | 732.0 | 45.63 | 2496
3_5_place_dp | 2.991 | 14920 | 731.9 | 45.63 | 2496
2_1_floorplan | 5.372 | 13370 | 452.7 | - | 1994
No activity file was given, so power comes from the tool's default toggle rates.
